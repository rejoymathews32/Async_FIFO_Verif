==> /design/flow/design.v <==
module async_fifo_bintogcode
  #(
    parameter SIGNAL_WIDTH = 4
    )
  (
   input logic [SIGNAL_WIDTH-1:0]  binary,
   output logic [SIGNAL_WIDTH-1:0] greycode
   );
  assign greycode[SIGNAL_WIDTH-1] = binary[SIGNAL_WIDTH-1];
  genvar 			   i;
  generate
    for(i = 0; i < SIGNAL_WIDTH-1; i++) begin      
      assign greycode[i] = binary[i] ^ binary[i+1];
    end
  endgenerate
endmodule
module async_fifo_flop_read_control
  #(
    parameter READ_COUNTER_BITS = 4
    )
  (
   input logic 				clk,  
   input logic 				reset_n,  
   input logic 				fifo_pop,  
   input logic [READ_COUNTER_BITS-1:0] 	write_gcode_ptr_rd_sync,
   output logic [READ_COUNTER_BITS-2:0] read_memory_addr,  
   output logic [READ_COUNTER_BITS-1:0] read_gcode_ptr,
   output logic 			fifo_empty  
   );
  logic 				 counter_en;
  assign counter_en = !fifo_empty;
  async_fifo_gcode_counter
    #(
      .COUNTER_BITS			(READ_COUNTER_BITS))	  
  u_gcode_counter
  (
   .memory_addr				(read_memory_addr),	  
   .gcode_ptr				(read_gcode_ptr),	  
   .counter_incr			(fifo_pop),		  
   .counter_en				(counter_en),		  
   .clk					(clk),			  
   .reset_n				(reset_n));		  
  assign fifo_empty = (read_gcode_ptr == write_gcode_ptr_rd_sync);
endmodule
module async_fifo_flop_sync
  #(
    parameter FLOP_CNT = 2
  )
  (
   input logic 	d,  
   input logic 	clk,  
   input logic 	reset_n,  
   output logic q  
   );
  logic [FLOP_CNT-1:0]	intermediate_d;
  genvar 		i;
  generate
    for (i = 0; i < FLOP_CNT; i++) begin
      if(i == 0) begin
	always @(posedge clk, negedge reset_n) begin
	  if(!reset_n) begin
	    intermediate_d[0] <= 1'b0;
	  end
	  else begin
	    intermediate_d[0] <= d;
	  end
	end
      end
      else if (i == (FLOP_CNT-1)) begin
	always @(posedge clk, negedge reset_n) begin
	  if(!reset_n) begin
	    q <= 1'b0;
	  end
	  else begin
	    q <= intermediate_d[FLOP_CNT-2];
	  end
	end
      end
      else begin
	always @(posedge clk, negedge reset_n) begin
	  if(!reset_n) begin
	    intermediate_d[i] <= 1'b0;
	  end
	  else begin
	    intermediate_d[i] <= intermediate_d[i-1];
	  end
	end
      end
    end
  endgenerate
endmodule
module async_fifo_flop_write_control
  #(
    parameter WRITE_COUNTER_BITS = 4
    )
  (
   input logic 				 clk,  
   input logic 				 reset_n,  
   input logic 				 fifo_push,  
   input logic [WRITE_COUNTER_BITS-1:0]  read_gcode_ptr_wr_sync,
   output logic [WRITE_COUNTER_BITS-2:0] write_memory_addr,  
   output logic [WRITE_COUNTER_BITS-1:0] write_gcode_ptr,
   output logic 			 fifo_full  
   );
  logic 				 counter_en;
  assign counter_en = !fifo_full;
  async_fifo_gcode_counter
    #(
      .COUNTER_BITS			(WRITE_COUNTER_BITS))	  
  u_gcode_counter
  (
   .memory_addr				(write_memory_addr),	  
   .gcode_ptr				(write_gcode_ptr),	  
   .counter_incr			(fifo_push),		  
   .counter_en				(counter_en),		  
   .clk					(clk),			  
   .reset_n				(reset_n));		  
  assign fifo_full = (write_gcode_ptr ==
		      {~read_gcode_ptr_wr_sync[WRITE_COUNTER_BITS-1-:2],
		       read_gcode_ptr_wr_sync[WRITE_COUNTER_BITS-1-2:0]});
endmodule
module async_fifo_gcode_counter
  #(
    parameter COUNTER_BITS = 4
    )
  (
   input logic 			   counter_incr,  
   input logic 			   counter_en,  
   input logic 			   clk,  
   input logic 			   reset_n,  
   output logic [COUNTER_BITS-2:0] memory_addr,  
   output logic [COUNTER_BITS-1:0] gcode_ptr  
   );
  logic [COUNTER_BITS-1:0] 	   counter_binary;
  logic [COUNTER_BITS-1:0] 	   counter_binary_next;
  logic [COUNTER_BITS-1:0] 	   counter_greycode;
  logic [COUNTER_BITS-1:0] 	   counter_greycode_next;
  assign memory_addr = counter_binary[COUNTER_BITS-2:0];
  assign gcode_ptr = counter_greycode;
  always_comb begin
    counter_binary_next = counter_binary;
    if(counter_incr && counter_en) begin
      counter_binary_next = counter_binary + 1'b1;
    end
  end
 async_fifo_bintogcode
  #(
    .SIGNAL_WIDTH			(COUNTER_BITS))		  
  u_bintogcode
  (
   .greycode				(counter_greycode_next),  
   .binary				(counter_binary_next));	  
  always @(posedge clk, negedge reset_n) begin
    if(!reset_n) begin
      counter_binary <= '0;
    end
    else begin
      counter_binary <= counter_binary_next;
    end
  end
  always @(posedge clk, negedge reset_n) begin
    if(!reset_n) begin
      counter_greycode <= '0;
    end
    else begin
      counter_greycode <= counter_greycode_next;
    end
  end
endmodule
module async_fifo_memory
  #(
    parameter MEMORY_WIDTH = 3,
    parameter MEMORY_DEPTH = 8
    )
  (
   input logic 				  write_clk,  
   input logic 				  write_en,  
   input logic [MEMORY_WIDTH-1:0] 	  write_data,  
   input logic [$clog2(MEMORY_DEPTH)-1:0] write_addr,  
   input logic [$clog2(MEMORY_DEPTH)-1:0] read_addr,  
   output logic [MEMORY_WIDTH-1:0] 	  read_data  
   );
  logic [MEMORY_WIDTH-1:0] 		  memory [0:MEMORY_DEPTH-1];
  always @(posedge write_clk) begin
    if (write_en) begin
      memory[write_addr] <= write_data;      
    end    
  end
  assign read_data = memory[read_addr];
endmodule
module async_fifo_top
  #(
    parameter FIFO_DATA_WIDTH = 32,
    parameter FIFO_DEPTH = 8,
    parameter SYNCHRONIZER_FLOPS = 2
    )
  (
   input logic 			      write_clk,
   input logic 			      write_reset_n,
   input logic 			      write_fifo_push,
   input logic [FIFO_DATA_WIDTH-1:0]  write_data,
   output logic 		      write_fifo_full,
   input logic 			      read_clk,
   input logic 			      read_reset_n,
   input logic 			      read_fifo_pop,
   output logic [FIFO_DATA_WIDTH-1:0] read_data,
   output logic 		      read_fifo_empty
   );
  localparam COUNTER_BITS = $clog2(FIFO_DEPTH) + 1;
  logic 			      write_en;
  logic [COUNTER_BITS-1:0] 	      read_gcode_ptr;
  logic [COUNTER_BITS-1:0] 	      read_gcode_ptr_wr_sync;
  logic [$clog2(FIFO_DEPTH)-1:0]      read_memory_addr;
  logic [COUNTER_BITS-1:0] 	      write_gcode_ptr;
  logic [COUNTER_BITS-1:0] 	      write_gcode_ptr_rd_sync;
  logic [$clog2(FIFO_DEPTH)-1:0]      write_memory_addr;
  genvar 			      i;
  assign write_en = write_fifo_push && !write_fifo_full;
  async_fifo_flop_read_control
    #(
      .READ_COUNTER_BITS		(COUNTER_BITS))		  
  u_async_fifo_flop_read_control
    (
     .read_memory_addr			(read_memory_addr),	  
     .read_gcode_ptr			(read_gcode_ptr),	  
     .fifo_empty			(read_fifo_empty),	  
     .clk				(read_clk),		  
     .reset_n				(read_reset_n),		  
     .fifo_pop				(read_fifo_pop),	  
     .write_gcode_ptr_rd_sync		(write_gcode_ptr_rd_sync));  
  async_fifo_flop_write_control
    #(
      .WRITE_COUNTER_BITS		(COUNTER_BITS))		  
  u_async_fifo_flop_write_control
    (
     .write_memory_addr			(write_memory_addr),	  
     .write_gcode_ptr			(write_gcode_ptr),	  
     .fifo_full				(write_fifo_full),	  
     .clk				(write_clk),		  
     .reset_n				(write_reset_n),	  
     .fifo_push				(write_fifo_push),	  
     .read_gcode_ptr_wr_sync		(read_gcode_ptr_wr_sync));  
  async_fifo_memory
    #(
      .MEMORY_WIDTH			(FIFO_DATA_WIDTH),	  
      .MEMORY_DEPTH			(FIFO_DEPTH))		  
  u_async_fifo_memory
    (
     .read_data				(read_data),		  
     .write_clk				(write_clk),		  
     .write_en				(write_en),		  
     .write_data			(write_data),		  
     .write_addr			(write_memory_addr),	  
     .read_addr				(read_memory_addr));	  
  generate
    for(i = 0; i < COUNTER_BITS; i++) begin
      async_fifo_flop_sync
	    #(
	      .FLOP_CNT			(SYNCHRONIZER_FLOPS))	  
      u_async_fifo_flop_wr_domain_sync
	    (
	     .q				(read_gcode_ptr_wr_sync[i]),  
	     .d				(read_gcode_ptr[i]),	  
	     .clk			(write_clk),		  
	     .reset_n			(write_reset_n));	  
      async_fifo_flop_sync
	#(
	  .FLOP_CNT			(SYNCHRONIZER_FLOPS))	  
      u_async_fifo_flop_rd_domain_sync
	(
	 .q				(write_gcode_ptr_rd_sync[i]),  
	 .d				(write_gcode_ptr[i]),	  
	 .clk				(read_clk),		  
	 .reset_n			(read_reset_n));		  
    end
  endgenerate
endmodule
==> /design/flow/run.sh <==
#!/bin/bash
# OpenROAD 26Q1-2900-gdf79404cd8, Yosys 0.63+post, stock flow scripts
make -C /OpenROAD-flow-scripts/flow DESIGN_CONFIG=/design/flow/config.mk WORK_HOME=/design/flow/orfs finish
==> /design/flow/config.mk <==
export PLATFORM = sky130hd
export DESIGN_NAME = async_fifo_top
export DESIGN_NICKNAME = async_fifo_top
export VERILOG_FILES = /design/flow/design.v
export SDC_FILE = /design/flow/constraint.sdc
export NUM_CORES = 4
export LEC_CHECK = 1
export CORE_UTILIZATION = 50
==> /design/flow/constraint.sdc <==
current_design async_fifo_top

set clk_period 5.3
set clk_io_pct 0.2

create_clock -name clk0 -period $clk_period [get_ports {read_clk}]
create_clock -name clk1 -period $clk_period [get_ports {write_clk}]

set non_clock_inputs [all_inputs -no_clocks]
set_input_delay [expr $clk_period * $clk_io_pct] -clock clk0 $non_clock_inputs
set_output_delay [expr $clk_period * $clk_io_pct] -clock clk0 [all_outputs]
==> flow_metrics.tcl <==
# flow metrics
set metrics [dict create \
    p_sw_frac 0.2679 \
    start_kind "register" \
    crit_path_cell_trace "buf_4, mux4_2, mux2_2, clkdlybuf4s50_1" \
    cts_hold_buf 0 \
    finalHoldViolations 0 \
    insertedDiodeCount 0 \
    clk_pin_slew_ps 60 \
    p_comb_frac 0.299 \
    status "completed" \
    chipWidth_um 149.6 \
    arrival_ps 2820 \
    dr.first_iter.drc_count 300 \
    max_stage_delay_ps 760 \
    vdd_drop_max_mv 0.3028 \
    wire_per_inst_um 22.65 \
    pwr-share-seq 0.439 \
    fill_cells 1426 \
    drive_above_1_share 0.2889 \
    critPathTopFamily "buffers and inverters" \
    ys_area_mm2 0.01089 \
    hp-class "register to register" \
    post_cts_buffers 0 \
    cts_resized 0 \
    cts_tree "built" \
    first_global_vias 5321 \
    gp_congestion 0.7480 \
    yosysWarnings 3 \
    drt-total-wl_mm 19.48 \
    finalMaxSlewViolations 0 \
    cpMaxStageDelayCell "dfrtp_4" \
    worst_slew_pin_slew_ps 814.5 \
    async_flop_share 0.1049 \
    grt.total_usage 0.2073 \
    dp_cells 809 \
    edf_count 256 \
    syn_area_mm2 0.01089 \
    synth_area_per_cell_um2 23.21 \
    overflow 0 \
    timing.setup.tns_ps 0 \
    log.warning_count 26 \
    numSynthFlops 286 \
    max-cap-violations 0 \
    core_util_floorplan 0.5146 \
    postSynthCellCount 469 \
    setup_viol 0 \
    dp_hpwl_mm 10.74 \
    leakage_nw 4.213 \
    grt_max_degree 38 \
    rsz0062_at_grt "no" \
    endpoint "read_data[4]" \
    r2r_cells 6 \
    rrSetupSlack_ps 2550 \
    flop_cell "edfxtp_1" \
    grt_pass1_wl_mm 29.80 \
    vias_per_cell 5.595 \
    dieArea_mm2 0.02237 \
    internal_power_mw 5.237 \
    critPathBufInv 2 \
    ys_seq_share 0.7752 \
    cts.sinks 286 \
    yosysTopAreaCell "edfxtp_1" \
    cp.depth 4 \
    core_mm2 0.02115 \
    antenna_found_initial 0 \
    r2r-end "u_async_fifo_memory.memory[3][1]" \
    area_growth_pct 18.28 \
    path_max_fanout 27 \
    drc 0 \
    portBuffers 70 \
    required_ps 4240 \
    yosysTopAreaCellShare 0.7062 \
    fin_skew_ps 7.430 \
    endpoint_kind "output pin" \
    dieHeight_um 149.6 \
    antenna_left 0 \
    drtPass1Iterations 4 \
    via_count 4812 \
    netlist_top_cells_area "edfxtp_1, mux4_2, dfrtp_1" \
    clkPwrFrac 0.262 \
    critical_path_class "register to output pin" \
    layoutNonFillerInstCount 860 \
    max-slew-margin-rel 0.4540 \
    ys_types 27 \
    yosys_cells 469 \
    power_switching_mw 1.916 \
    io_pins 72 \
    power-per-cell-area_mw_per_mm2 555.6 \
    rows 53 \
]
==> worst register-to-register path: cells and delay by family (launching register included) <==
| kind | cells | cell delay (ps) |
|---|---|---|
| xor+xnor | 1 | 300 |
| compound gates | 1 | 110 |
| buf+inv | 2 | 640 |
| flops | 1 | 430 |
| simple gates | 2 | 930 |
==> routing by layer <==
layer  wire length (µm)  up-vias  track usage
li1                   -     2136            -
met1               7363     2372       0.3212
met2               9285      268       0.2951
met3               2393       36       0.1196
met4                434        0      0.03929
met5                  0        -            0
==> power groups by stage <==
stage | Clock, mW | Combinational [mW] | Sequential [mW]
CTS | 1.93 | 2.20 | 3.15
global route | 2.00 | 2.34 | 3.19
finish | 1.88 | 2.14 | 3.14
==> cells in the mapped netlist (4+ instances only) <==
master / count
clkbuf_1: 9
mux2i_1: 4
xnor2_1: 9
nand2_1: 6
nor3_1: 5
mux4_2: 64
xor2_1: 13
dfrtp_1: 30
mux2_2: 35
buf_2: 8
edfxtp_1: 256
==> sequential cells by signal (all words and copies together) (netlist names), named ones only <==
name,cells
genblk1.u_async_fifo_flop_wr_domain_sync.intermediate_d,4
genblk1.u_async_fifo_flop_rd_domain_sync.intermediate_d,4
genblk1.u_async_fifo_flop_wr_domain_sync.q,4
genblk1.u_async_fifo_flop_rd_domain_sync.q,4
u_async_fifo_memory.memory,256
==> layout make-up <==
cell class                      instances  area, µm²  share of cell area
Timing Repair Buffer                   89      855.8             0.06647
Multi-Input combinational cell        157       2337              0.1815
Clock inverter                         13      62.56            0.004859
Tap cell                              275      344.1             0.02673
Sequential cell                       286       8444              0.6559
Clock buffer                           38      823.3             0.06395
Inverter                                2      7.507           0.0005831
==> placed cells by master, fill, tap and decap left out, types with 2 or more instances in the layout <==
master           count
edfxtp_1           256
clkdlybuf4s50_1     70
mux4_2              64
mux2_2              35
clkbuf_16           32
dfrtp_1             27
buf_4               18
xor2_1              13
xnor2_1              9
clkinv_1             8
nand2_1              6
clkbuf_1             6
nor3_2               5
mux2i_1              4
clkinv_2             3
nor4_1               2
and2_1               2
o41a_1               2
inv_1                2
nand2b_1             2
nor2_4               2
o22ai_1              2
ha_1                 2
dfrtp_2              2
==> kinds of logic after synthesis <==
logic type,synth area share
AND-OR/OR-AND,0.007701
XOR/XNOR,0.01770
adder cells (fa/ha/maj),0.002298
buffers and inverters,0.01437
flip-flops,0.7752
multiplexers,0.1723
AND/OR/NAND/NOR,0.01046
==> how the worst min path moves through the flow <==
| stage | startpoint | endpoint | slack (ps) | cells past startpoint |
|---|---|---|---|---|
| after CTS | register | register | 90 | 0 |
| after global routing | register | register | 110 | 0 |
| final | register | register | 110 | 0 |
==> stage by stage <==
stage | setup WS [ps] | area (µm²) | power (mW) | util | hold WS [ps]
CTS | 1350 | 12870 | 7.273 | 0.6086 | 92.50
finish | 1416 | 12870 | 7.153 | 0.6086 | 105.2
global route | 1232 | 12870 | 7.534 | 0.6086 | 107.9
floorplan | 458.0 | 10890 | 4.498 | - | 331.2
global placement | 1626 | 11990 | 5.348 | 0.5667 | 332.6
detailed placement | 1621 | 11990 | 5.370 | 0.5667 | 334.7
Power is estimated from default activity; no workload was simulated.
